File: design/flow/config.mk
export PLATFORM = sky130hd
export DESIGN_NAME = i2c_controller
export DESIGN_NICKNAME = i2c_controller
export VERILOG_FILES = /design/flow/design.v
export SDC_FILE = /design/flow/constraint.sdc
export NUM_CORES = 4
export LEC_CHECK = 1
export CORE_UTILIZATION = 50
File: design/flow/run.sh
#!/bin/bash
# OpenROAD 26Q1-2900-gdf79404cd8, Yosys 0.63+post, stock flow scripts
make -C /OpenROAD-flow-scripts/flow DESIGN_CONFIG=/design/flow/config.mk WORK_HOME=/design/flow/orfs finish
File: design/flow/design.v
`default_nettype wire
    typedef enum { IDLE = 0, 
                START = 1, 
                SEND_DEVICE_ADDRESS = 2,
                DEV_ADDRESS_ACK = 3,
                SEND_REGISTER_ADDRESS = 4,
                REG_ADDRESS_ACK = 5,
                SEND_WRITE_DATA = 6,
                RESTART = 7,
                SEND_DEVICE_ADDRESS_AGAIN = 8,
                DEV_ADDRESS_ACK_AGAIN = 9,
                RECEIVE_READ_DATA = 10,
                SEND_NACK = 11,
                STOP = 12,
                WRITE_DATA_ACK = 13,
                ERROR = 255 } i2c_state_e;  
    typedef struct packed {
        logic [7:0] op_code;
        logic [7:0] device_address;  
        logic [7:0] register_address;
        logic [7:0] write_value;
    } st_instructionData;
    typedef enum { 
        zero  = 8'b11000000,
        one   = 8'b11111001,
        two   = 8'b10100100,
        three = 8'b10110000,
        four  = 8'b10011001,
        five  = 8'b10010010,
        six   = 8'b10000010,
        seven = 8'b11111000,
        eight = 8'b10000000,
        nine  = 8'b10011000
    } dec_num_e;
module i2c_controller #(
	parameter          SYS_CLK_SPEED = 50000000,  
	parameter          I2C_CLK_SPEED = 100000  
)
(
	input  wire        clk,
	input  wire        rst,
	output wire        GSENSOR_CS_N,  
	input  wire [1:0]  GSENSOR_INT,   
	output wire        GSENSOR_SCL,
	inout  wire        GSENSOR_SDA,
	inout  wire        ALT_ADDRESS,   
	input wire [6:0]   DEV_ADDR,  
	input wire [7:0]   REG_ADDR,
	input wire         R_W,
	input wire [7:0]   WRITE_DATA,
	output reg [7:0]   READ_DATA,
   output i2c_state_e DBG_STATE,
   output wire [7:0]  DBG_VALS,
	input wire         start_i2c_comms,
	output reg         i2c_comms_finished,
   output reg         ready
);
localparam SCL_CLK_COUNT = SYS_CLK_SPEED / I2C_CLK_SPEED ; 
assign ALT_ADDRESS = 1'b1;  
assign GSENSOR_CS_N = 1'b1;  
integer clk_count = 0;
reg scl_oe = 1;  
reg scl_o;
reg scl_i = 0;
reg sda_oe = 0;
reg sda_i = 1;
reg sda_o = 1;
reg transistion_state = 0;
wire scl_1qtr;
wire scl_2qtr;
wire scl_3qtr;
reg nack_sent = 0;
wire scl_start;
assign scl_start = (clk_count == 0)                 ?  1 : 0;
assign scl_1qtr  = (clk_count == SCL_CLK_COUNT/4)   ?  1 : 0;
assign scl_2qtr  = (clk_count == SCL_CLK_COUNT/2)   ?  1 : 0;
assign scl_3qtr  = (clk_count == 3*SCL_CLK_COUNT/4) ?  1 : 0;
reg [7:0] reg_counter = 7;
always @(*) begin
	if (scl_oe) begin
		scl_o <= scl_i;
	end
	else begin
		scl_o <= 1'bz;
	end
end
always @(*) begin
	if (sda_oe) begin
		sda_o <= sda_i;
	end
	else begin
		sda_o <= 1'bz;
	end
end
assign GSENSOR_SCL = scl_o;
assign GSENSOR_SDA = sda_o;
assign DBG_VALS = {5'b0, scl_oe, sda_oe, sda_o};
i2c_state_e state = IDLE;
i2c_state_e next_state = IDLE;
reg past_ack = 1'b1;
logic burst_write = 0;
assign DBG_STATE = state;
always @(posedge clk) begin  
   if(rst) begin
      next_state <= IDLE;
      i2c_comms_finished <= 1'b0;   
      ready <= 1'b1;
   end else begin
      case(state)
         IDLE: begin
            if(start_i2c_comms & ready) begin
               next_state <= START;
               i2c_comms_finished <= 1'b0;
               ready <= 1'b0;
            end else begin
               sda_oe <= 1'b0;
            end
         end
         START: begin
            if(scl_1qtr) begin
               sda_oe <= 1'b1;
               sda_i <= 1'b0;
               reg_counter <= 7;
            end
            if(scl_3qtr) begin
               next_state <= SEND_DEVICE_ADDRESS;
            end
         end
         SEND_DEVICE_ADDRESS: begin
            if(reg_counter > 0) sda_i <= DEV_ADDR[reg_counter-1];
            if(reg_counter == 0) sda_i <= 0;
            if(scl_3qtr) reg_counter <= reg_counter - 1;
            if((reg_counter == 8'hff)) begin
               next_state <= DEV_ADDRESS_ACK;
               sda_oe <= 1'b0;
            end
         end
         DEV_ADDRESS_ACK: begin
            if(scl_start) begin
               past_ack <= GSENSOR_SDA;
            end
            if(scl_3qtr) begin
               if(~past_ack) begin
                  past_ack <= 1'b1;
                  next_state <= SEND_REGISTER_ADDRESS;
                  sda_i <= 1'b1;
                  sda_oe <= 1'b1;
                  reg_counter <= 7;
               end else begin
                  next_state <= ERROR;
               end
            end
         end
         SEND_REGISTER_ADDRESS: begin
            if(reg_counter >= 0) sda_i <= REG_ADDR[reg_counter];
            if(scl_3qtr) reg_counter <= reg_counter - 1;
            if((reg_counter == 8'hff)) begin
               next_state <= REG_ADDRESS_ACK;
               sda_oe <= 1'b0;
            end
         end
         REG_ADDRESS_ACK: begin
            if(scl_start) begin
               past_ack <= GSENSOR_SDA;
            end
            if (scl_3qtr) begin
               if(~past_ack) begin
                  past_ack <= 1'b1;
                  if(R_W) begin 
                     next_state <= RESTART;
                  end else begin
                     next_state <=  SEND_WRITE_DATA;
                     sda_i <= 1'b1;
                     sda_oe <= 1'b1;
                     reg_counter <= 7;
                  end
               end else begin
                  next_state <= ERROR;
               end
            end
         end
         SEND_WRITE_DATA: begin
            if(reg_counter >= 0) sda_i <= WRITE_DATA[reg_counter];
            if(scl_3qtr) reg_counter <= reg_counter - 1;
            if((reg_counter == 8'hff)) begin
               next_state <= WRITE_DATA_ACK;
               sda_oe <= 1'b0;
            end
         end
         WRITE_DATA_ACK: begin
            if(scl_start) begin
               past_ack <= GSENSOR_SDA;
            end
            if (scl_3qtr) begin
               if(~past_ack) begin
                  past_ack <= 1'b1;
                  if(burst_write) begin 
                     next_state <= SEND_WRITE_DATA;
                  end else begin
                     next_state <= STOP;
                  end 
                  sda_i <= 1'b1;
                  sda_oe <= 1'b1;
                  reg_counter <= 7;
               end else begin
                  next_state <= ERROR;
               end
            end
         end
         RESTART: begin
            if(scl_1qtr) begin
               sda_oe <= 1'b1;
               sda_i <= 1'b0;
               reg_counter <= 7;
            end
            if(scl_3qtr) begin
               next_state <= SEND_DEVICE_ADDRESS_AGAIN;
               reg_counter <= 7;
            end
         end
         SEND_DEVICE_ADDRESS_AGAIN: begin
            if(reg_counter > 0) sda_i <= DEV_ADDR[reg_counter-1];
            if(reg_counter == 0) sda_i <= 1;  
            if(scl_3qtr) reg_counter <= reg_counter - 1;
            if((reg_counter == 8'hff)) begin
               next_state <= DEV_ADDRESS_ACK_AGAIN;
               sda_oe <= 1'b0;
            end
         end
         DEV_ADDRESS_ACK_AGAIN: begin
            if(scl_start) begin
               past_ack <= GSENSOR_SDA;
            end
            if(scl_3qtr) begin
               if(~past_ack) begin
                  past_ack <= 1'b1;
                  next_state <= RECEIVE_READ_DATA;
                  sda_i <= 1'b0;
                  sda_oe <= 1'b0;
                  reg_counter <= 7;
               end else begin
                  next_state <= ERROR;
               end
            end
         end
         RECEIVE_READ_DATA: begin
            if(scl_start) begin
               READ_DATA[reg_counter] <= GSENSOR_SDA;
            end
            if(scl_3qtr) begin
               reg_counter <= reg_counter - 1;
            end
            if((reg_counter == 8'hff)) begin
               next_state <= SEND_NACK;
               sda_oe <= 1'b1;
               sda_i <= 1'b1;
               reg_counter <= 7;
            end
         end
         SEND_NACK: begin
            if(scl_start & GSENSOR_SDA) begin
               nack_sent <= 1'b1;
            end
            if(scl_3qtr & nack_sent) begin
               sda_oe <= 1'b1;
               nack_sent <= 1'b0;
               next_state <= STOP;
               sda_i <= 1'b0;
            end
         end
         STOP: begin
            if(scl_3qtr) begin
               sda_oe <= 1'b1;
               sda_i <= 1'b1;
               next_state <= IDLE;
               i2c_comms_finished <= 1'b1;
               ready <= 1'b1;
            end
         end
         default: begin
            if(state == IDLE) next_state <= IDLE;  
            if(state == ERROR) next_state <= ERROR;
            next_state <= ERROR;
         end
      endcase
   end
end
always @(posedge clk) begin  
   state <= next_state;
end
always @(posedge clk) begin
   if (state == IDLE | state == ERROR) begin
      scl_oe <= 1'b0;
      clk_count <= 0;
   end else begin
      scl_oe <= 1'b1;
      if (clk_count < (SCL_CLK_COUNT/2)) begin
         scl_i <= 1'b1;
      end
      else begin
         scl_i <= 1'b0;
      end
      if (clk_count < SCL_CLK_COUNT - 1) begin
         clk_count <= clk_count + 1;
      end
      else begin
         clk_count <= 0;
      end
   end
end
endmodule
`default_nettype none
File: design/flow/constraint.sdc
current_design i2c_controller

set clk_period 6.9
set clk_io_pct 0.2

create_clock -name clk0 -period $clk_period [get_ports {clk}]

set non_clock_inputs [all_inputs -no_clocks]
set_input_delay [expr $clk_period * $clk_io_pct] -clock clk0 $non_clock_inputs
set_output_delay [expr $clk_period * $clk_io_pct] -clock clk0 [all_outputs]
==> results.txt <==
Reports from this run.

- The post-synthesis cell count reads 546.
- The total of hold buffers inserted after clock tree synthesis reads 0.
- The total number of H-tree levels is 3.
- Per the CTS log, the buffer count on the longest clock path is 2.
- The run stopped with a tool error.
- The stage where the run ended is clock tree synthesis.
- The count of library flops with an enable pin reads 21.
- The number of I/O pins reads 83.
- Before placement the cells fill 51.7% of the core.
- The congestion estimate from routability-driven global placement came to 0.878.
- The number of cells in Yosys stat is 546.
- The die is 97.0 microns tall.
- The Yosys step of the flow raised 4 warnings.
- Post-CTS timing repair inserted 0 buffers for setup.
- After synthesis the netlist holds a flip-flop and latch count of 66.
- Per the TritonCTS log, the buffer count is 9.
- The placed instance area reads 4890 sq um.
- The synthesis report names the predominant flop master as sky130_fd_sc_hd__dfxtp_1.
- The first error in the log reads "[error] [KeplerFormal.cpp:679] Workflow failed: Iso has multiple drivers: .GSENSOR_SDA0, GSENSOR_SDA$_DFFE_PP_.Q0".
- TritonCTS reports the number of clock sinks as 66.
- For reference, the placement row count at floorplan is 34.
- The HPWL reported at the end of detailed placement reads 7150 microns.
- The tree is rooted in a sky130_fd_sc_hd__clkbuf_8.
- The async set-or-reset flop fraction in the synthesized netlist is 0%.
- The synthesized netlist occupies a cell area of 4510 sq um.
- Each instance of the synthesized netlist takes up on average 8.26 sq um.
- The total cell area reported by yosys after synthesis is 4510 sq um.
- The total instance count after detailed placement reads 671.
- The die is 97.0 microns wide.
- The quantity of I/O buffers inserted on ports reads 48.
- The share of synthesized area occupied by flip-flops and latches is 34.0%.
- The number of gates resized after CTS was 0.
- The distinct cell type count after synthesis reads 65.
## metrics by stage
stage / util, % / power, W / worst slack [ns]
after detailed placement: 56.0 / 0.00137 / 3.59
after global placement: 56.0 / 0.00136 / 3.79
after floorplan: - / 0.00117 / 3.98
## cell usage after synthesis, types with 3 or more instances
master	instances	area share [%]
sky130_fd_sc_hd__nor3_1	18	2.0
sky130_fd_sc_hd__nand2_1	37	3.1
sky130_fd_sc_hd__o211ai_1	4	0.67
sky130_fd_sc_hd__nor2_1	77	6.4
sky130_fd_sc_hd__mux2_2	11	2.7
sky130_fd_sc_hd__nand3b_1	5	0.83
sky130_fd_sc_hd__o31ai_1	7	1.2
sky130_fd_sc_hd__dfxtp_1	45	20
sky130_fd_sc_hd__or2_2	3	0.42
sky130_fd_sc_hd__a211oi_1	7	1.2
sky130_fd_sc_hd__inv_1	11	0.92
sky130_fd_sc_hd__nor4_1	8	1.1
sky130_fd_sc_hd__buf_4	37	6.2
sky130_fd_sc_hd__and4_1	5	0.97
sky130_fd_sc_hd__and2_1	4	0.55
sky130_fd_sc_hd__a31oi_1	10	1.4
sky130_fd_sc_hd__xnor2_1	19	3.7
sky130_fd_sc_hd__or3_1	6	0.83
sky130_fd_sc_hd__buf_1	4	0.33
sky130_fd_sc_hd__o21ai_0	21	2.3
sky130_fd_sc_hd__nor4_2	3	0.83
sky130_fd_sc_hd__nand3_1	22	2.4
sky130_fd_sc_hd__a22oi_1	3	0.50
sky130_fd_sc_hd__edfxtp_1	21	14
sky130_fd_sc_hd__a21oi_1	29	3.2
sky130_fd_sc_hd__nand4_1	6	0.83
sky130_fd_sc_hd__o21bai_1	5	0.83
sky130_fd_sc_hd__and3_1	9	1.2
sky130_fd_sc_hd__nor4b_1	4	0.78
sky130_fd_sc_hd__clkbuf_1	23	1.9
sky130_fd_sc_hd__nor3b_1	3	0.50
sky130_fd_sc_hd__xor2_1	15	2.9
sky130_fd_sc_hd__nor2b_1	11	1.5
sky130_fd_sc_hd__a311oi_1	7	1.4
sky130_fd_sc_hd__ha_1	6	1.7
## cell families after synthesis
group,share of synthesized area (%)
other,0.167
AND/OR/NAND/NOR,26.6
XOR/XNOR,6.60
adder cells (fa/ha/maj),1.89
flip-flops,34.0
buffers and inverters,9.79
multiplexers,3.69
AND-OR/OR-AND,17.3
Power is estimated from default activity; no workload was simulated.
