`flow/config.mk`:
```
export PLATFORM = sky130hd
export DESIGN_NAME = register_memory
export DESIGN_NICKNAME = register_memory
export VERILOG_FILES = /design/flow/design.v
export SDC_FILE = /design/flow/constraint.sdc
export NUM_CORES = 4
export LEC_CHECK = 1
export CORE_AREA = 10 10 70 70
export DIE_AREA = 0 0 80 80
```
`flow/constraint.sdc`:
```
current_design register_memory

set clk_period 2.0
set clk_io_pct 0.2

create_clock -name clk0 -period $clk_period [get_ports {clk}]

set non_clock_inputs [all_inputs -no_clocks]
set_input_delay [expr $clk_period * $clk_io_pct] -clock clk0 $non_clock_inputs
set_output_delay [expr $clk_period * $clk_io_pct] -clock clk0 [all_outputs]
```
`flow/design.v`:
```
module register_memory #(
    parameter NO_OF_BITS = 8
)
(
    input wire clk,
    input wire reset,
    input wire [NO_OF_BITS - 1:0] reg_addr,
    output reg [31:0]  read_data,
    output reg [3:0]   error_code
);
    always_ff @(posedge clk or posedge reset) begin
        if(reset) begin
            read_data <= 32'h0;
            error_code <= 4'b0;  
        end else begin
            case(reg_addr) 
                8'h0 : read_data <= 32'h01_1d_00_00;  
                8'h1 : read_data <= 32'h02_1d_2d_08;  
                8'h2 : read_data <= 32'h01_1d_32_00;  
                8'h3 : read_data <= 32'h01_1d_33_00;  
                default : begin
                    read_data <= 32'h0;
                    error_code <= 4'h1;
                end
            endcase  
        end
    end
endmodule
```
`flow/run.sh`:
```
#!/bin/bash
# OpenROAD 26Q1-2900-gdf79404cd8, Yosys 0.63+post, stock flow scripts
make -C /OpenROAD-flow-scripts/flow DESIGN_CONFIG=/design/flow/config.mk WORK_HOME=/design/flow/orfs finish
```
==> out/qor.yml <==
status: "completed"
detailed_route_iter0_violations: 10
fill_count: 391
globalRoute.busiestLayer: "met2"
cts_buf_count: 3
period_used_share: 0.828
power.density_cell_area_nw_per_um2: 457
placeableCoreArea_sq_um: 3420
clk_path_buf_depth: 2
crit_path_cell_trace: "clkdlybuf4s50_1 > or4_1 > or4_1"
place_hpwl_microns: 1010
skew_ns: 0
timing.final.crit_period_ns: 1.66
total_cells_reported_by_yosys_after_synthesis: 49
post_route_cells_drive_above_1_share: 0.0588
cts.reportedPaths.clkPinSlew_ns: 0.05
critical-path-slowest-cell: "sky130_fd_sc_hd__or4_1"
crit_required_ns: 2.11
cpMostUsedCell: "sky130_fd_sc_hd__or4_1"
first_global_vias: 355
path_buffers: 1
post_cts.repair.setup_buffers: 0
port-buffer-count: 23
pin_count_of_the_biggest_net_entering_global_routing: 8
timing.final.setup_violations: 0
clkLatencyLatePin_ns: 0.24
pre_repair_dr_iteration_count: 4
tritoncts: "yes"
worst_setup_path_start_kind: "input pin"
groute.layer.met1.usage: 0.0330
route.detailed.drc: 0
grt_setup_unrepaired: "no"
leakagePower_nw: 0.281
worst-path-max-fanout: 3
cts.hold.buffers_added: 0
post_drt_via_cell_ratio: 2.84
post-place-ws_ns: 0.0785
warnings_synthesis: 1
log.warning_count: 25
hold_violations: 0
layout.core_utilization: 0.191
io_pins: 46
std_cell_rows: 21
grt_antenna_before_repair: 0
top_cell: "sky130_fd_sc_hd__buf_4"
antenna_left: 0
yosys.cell_types.count: 11
area.combinational_sq_um: 151
yosys-top-cells-area: "sky130_fd_sc_hd__buf_4 (46%), sky130_fd_sc_hd__dfrtp_1 (37%), sky130_fd_sc_hd__nor4b_1 (5.5%), sky130_fd_sc_hd__or4_1 (3.2%), sky130_fd_sc_hd__nor4_1 (2.6%)"
insertedDiodeCount: 0
timing.setup.critical_path_class: "in2reg"
critical_path.top_delay_family: "simple AND/OR/NAND/NOR gates"
horiz_die_dim_microns: 80
die_h_microns: 80
fmaxAchievable_mhz: 604
global_route.usage.total: 0.0289
synth_top_area_share: 0.459
wl_microns: 1090
postSynthSeqShare: 0.369
cts_resized: 0
clk_root_buffer_cell: "sky130_fd_sc_hd__clkbuf_4"
synth.yosys.chip_area_sq_um: 474
numSynthFlops: 7
edf_count: 0
grt_ovf: 0
clock-sinks: 7
total_power_mw: 0.298
fin_ws_ns: 0.343
peakVddDrop_uv: 241
areaGrowthSynthToFinish_pct: 37.5
syn_area_sq_um: 474
globalRouteMet3Util: 0.0193
post-synth-top-area-cell: "sky130_fd_sc_hd__buf_4"
sequential_cell_area_sq_um: 175
critPathMaxStageDelay_ns: 0.56
final-max-slew-violation-count: 0
async_flop_share: 1.00
globalRouteMet2Util: 0.0449
grt_first_pass_wirelength_microns: 1530
max_cap_viol_count: 0
fin_setup_tns_ns: 0
worst_setup_path_end_kind: "register"
fp.dieArea_sq_um: 6400
hold_path_class: "in2async"
average_wire_length_per_cell_after_detail_routing_microns: 9.52
share_of_the_core_filled_by_cells_before_placement: 0.139
ys_top_cells_by_count: "sky130_fd_sc_hd__buf_4 (29), sky130_fd_sc_hd__dfrtp_1 (7), sky130_fd_sc_hd__nor4b_1 (3)"
synth.avg_cell_area_sq_um: 9.68
globalplace.congestion: 0.781
htree_num_levels: 1
ys.flop_type: "sky130_fd_sc_hd__dfrtp_1"
synthCells: 49
via_count: 324
critPathArrivalTime_ns: 1.76
-- kinds of logic after synthesis --
kind of cell	Yosys count	synth area share
buffers and inverters	31	0.478
AND/OR/NAND/NOR	10	0.145
other	1	0.00791
flip-flops	7	0.369
-- layout make-up --
class / count / share of cell area
tap: 46 / 0.0883
clock buffer: 4 / 0.0403
multi-input combinational: 32 / 0.232
inverter: 1 / 0.00576
timing repair buffer: 24 / 0.365
sequential: 7 / 0.269
-- placed cells by master (no fill, tap or decap) --
master,n
sky130_fd_sc_hd__buf_4,1
sky130_fd_sc_hd__clkbuf_1,1
sky130_fd_sc_hd__clkbuf_4,3
sky130_fd_sc_hd__clkdlybuf4s50_1,23
sky130_fd_sc_hd__conb_1,22
sky130_fd_sc_hd__dfrtp_1,7
sky130_fd_sc_hd__inv_1,1
sky130_fd_sc_hd__nor2_1,1
sky130_fd_sc_hd__nor2b_1,1
sky130_fd_sc_hd__nor3_1,1
sky130_fd_sc_hd__nor4_1,2
sky130_fd_sc_hd__nor4b_1,3
sky130_fd_sc_hd__or4_1,2
-- final timing paths --
| kind | start | endpoint | slack (ns) | cells after the start |
|---|---|---|---|---|
| max | reg_addr[7] | error_code[0] | 0.34 | 3 |
| min | reset | read_data[24] | 0.38 | 2 |
| max reg2reg | error_code[0] | error_code[0] | 0.98 | 1 |
| min reg2reg | error_code[0] | error_code[0] | 0.47 | 1 |
| max in group asynchronous | reset | read_data[13] | 1.42 | 2 |
| min in group clk0 | error_code[0] | error_code[0] | 0.47 | 1 |
-- per-stage QoR --
| step | std cells | area, sq um | hold slack, ns |
|---|---|---|---|
| finish | 114 | 652 | 0.379 |
| global route | 114 | 652 | 0.397 |
| CTS | 114 | 652 | 0.385 |
| detailed placement | 110 | 626 | 0.471 |
| global placement | 110 | 626 | 0.462 |
| floorplan | 70 | 553 | 0.203 |
-- routing by layer --
metal / vias up / routed length [microns]
li1: 148 / -
met4: 0 / 17
met5: - / 0
met3: 2 / 188
met2: 29 / 495
met1: 145 / 384
-- report_power, final --
part           total, mW  internal (mW)  switching [mW]  leakage [nW]
logic             0.0341         0.0210          0.0131         0.173
registers          0.143          0.143        0.000451        0.0924
clock network      0.121         0.0757          0.0452        0.0150
total              0.298          0.239          0.0587         0.281
-- registers in the layout, indices dropped and copies added (netlist names) --
signal      count
error_code      1
read_data       6
Power and IR drop assume default switching activity.
