<file path="flow/config.mk">
export PLATFORM = sky130hd
export DESIGN_NAME = system_reset_controller
export DESIGN_NICKNAME = system_reset_controller
export VERILOG_FILES = /design/flow/design.v
export SDC_FILE = /design/flow/constraint.sdc
export NUM_CORES = 4
export LEC_CHECK = 1
export CORE_AREA = 10 10 98 98
export DIE_AREA = 0 0 108 108
</file>
<file path="flow/constraint.sdc">
current_design system_reset_controller

set clk_period 5.7
set clk_io_pct 0.2

create_clock -name clk0 -period $clk_period [get_ports {clk}]

set non_clock_inputs [all_inputs -no_clocks]
set_input_delay [expr $clk_period * $clk_io_pct] -clock clk0 $non_clock_inputs
set_output_delay [expr $clk_period * $clk_io_pct] -clock clk0 [all_outputs]
</file>
<file path="flow/design.v">
module system_reset_controller #(
    parameter NO_OF_CLK_CYCLES = 20,
    parameter ACTIVE_HIGH = 1'b1
)(
    input wire clk,
    input reg  kick,  
    output wire reset  
);
    integer reset_count = 0;
    assign reset = (reset_count == NO_OF_CLK_CYCLES) ? ~ACTIVE_HIGH : ACTIVE_HIGH;
    always_ff @(posedge clk) begin
        if (kick) begin
            reset_count <= 0;
        end
        else begin
            if(reset_count < NO_OF_CLK_CYCLES) begin
                reset_count <= reset_count + 1;
            end
        end
    end
endmodule
</file>
<file path="flow/run.sh">
#!/bin/bash
# OpenROAD 26Q1-2900-gdf79404cd8, Yosys 0.63+post, stock flow scripts
make -C /OpenROAD-flow-scripts/flow DESIGN_CONFIG=/design/flow/config.mk WORK_HOME=/design/flow/orfs finish
</file>
==> job_summary.md <==
## Implementation flow summary

| Metric | Value |
|---|---|
| Max Cap Viol | 0 |
| Share of layout cells above drive strength 1 | 0.0628 |
| Post-layout util | 0.244 |
| Register share after synthesis | 0.389 |
| LEAKAGE | roughly 0.53 nW |
| Yosys warning tally | 1 |
| Fin crit period | 3.29 ns |
| Worst skew pair latency | 0.28 ns |
| Synth top cells by count | 32 x dfxtp_1, 24 x a21oi_1, 14 x or4_1 |
| Syn Area/Cell | between 8 and 9 sq um |
| TritonCTS clock tree | done |
| Antenna diode count | 0 |
| Slowest CP cell | or4_1 |
| Initial antenna violation count | 0 |
| Hold-fix buffers, CTS | 0 |
| Relative slew slack | 0.486 |
| Post-route antenna net violation count | 0 |
| Synth area leaders | dfxtp_1 39%, a21oi_1 7.3%, or4_1 6.4% |
| Critical Path, Cell by Cell | nor4_1 > nand4_1 > or4_1 > clkdlybuf4s50_1 |
| Initial DRC count | 45 |
| Setup Buffers After CTS | 0 |
| Cell count after synthesis | a little over 200 |
| Root Buffer | clkbuf_8 |
| Filler cells | 798 |
| Fmax | 304 MHz |
| Vias per cell | 4.90 |
| Top area contributor share | 0.389 |
| Vias in the first global route | 1,382 |
| Hold Path Class | reg2reg |
| Biggest register | reset_count |
| Post-CTS sizing | 0 |
| Synth Flop Type | dfxtp_1 |
| Unique cell types | 29 |
| Clock tree buffer depth | 2 |
| Max FFs per register | 32 |
| First drt pass iteration count | 4 |
| Cell row count | 32 |
| Die area | 11,700 sq um |
| Startpoint types | flip-flop |
| Final wirelength | 3700 microns |
| Yosys top cell by instances | dfxtp_1 |
| Num CTS Buffers | 5 |
| Hold Crit Start | reset_count[31] |
| # IOs | 3 |
| Final worst-path cycle share | 0.577 |
| Worst-Margin Slew | 0.772 ns |
| WL per Instance | 12.0 microns |
| CP arrival | 2.15 ns |
| Crit path required time | 4.56 ns |
| WS Path Type | reg2out |
| Peak VDD IR | around 0.000083 V |
| Max-slew violation count | 0 |
| Synth-to-Final Area Change | 13.1% |
| RD Place Congestion | 0.802 |
| Tool Warnings | 26 |
| FP Util | 0.215 |
| DRC violations left | 0 |
| Yosys stat area | 1650 sq um |
| Total negative slack | 0 ns |
| Dominant cell type by area after synthesis | dfxtp_1 |
| Synth flops | 32 |
| Clock Sinks | 32 |
| Final setup violation count | 0 |
| Chip Width | 108 microns |
| Overflow left after global routing | 0 |
| Final Hold Violation Tally | 0 |
| I/O Buffers | 2 |
| Clk slew on worst S/H paths | around 0.07 ns |
| Die Span Y | 108 microns |
| Area of the mapped netlist | 1650 sq um |
| Status | finished clean |
| First-pass GRT wire length | 6390 microns |
| Core Box Area | 7650 sq um |
| Detail Placement HPWL | 2490 microns |
| Largest regs | reset_count x32 |
| Pin count of the biggest net entering global routing | 37 |
| Total track usage | 0.0649 |
| Via count | 1,513 |
| Max Clock Skew | 0.00703 ns |
| PwrDens | 225 nW/um^2 |
| RSZ-0062 raised after global routing | false |
| CP Capture Type | primary output |
| Post-synth EDFFs | 0 |
| Cells in synth_stat.txt | 204 |
| # H-tree levels | 2 |
| Crit path from | reset_count[26] |
| Critical Path Max Stage Delay | about 0.56 ns |
| CP Max Fanout | 4 |
| FF-to-FF Start | reset_count[26] |
| FFs w/ async S/R, synth | 0 |
==> cell usage in the layout, fill, tap and decap left out, drive strengths merged, types with 2 or more instances in the layout <==
| cell type | count |
|---|---|
| dfxtp | 32 |
| a21oi | 24 |
| or4 | 14 |
| nand2 | 13 |
| o31ai | 13 |
| or3 | 12 |
| nand4 | 11 |
| o21ai | 11 |
| nor4 | 10 |
| nor2 | 10 |
| nand3 | 10 |
| inv | 9 |
| clkbuf | 8 |
| nor3 | 4 |
| nor2b | 4 |
| mux2 | 4 |
| buf | 3 |
| ha | 2 |
| clkdlybuf4s50 | 2 |
==> layout make-up <==
cell class | instances | area, sq um | share of cell area
multi-input cells | 153 | 928 | 0.498
clock buffers | 8 | 90.1 | 0.0484
inverters | 9 | 33.8 | 0.0181
well taps | 102 | 128 | 0.0685
repair buffers | 5 | 42.5 | 0.0228
flip-flops and latches | 32 | 641 | 0.344
==> worst max-delay path: cells and delay by family (launching register included) <==
| kind | cells | cell delay [ns] |
|---|---|---|
| buf+inv | 1 | 0.43 |
| simple gates | 3 | 1.12 |
| flops | 1 | 0.33 |
==> layer usage <==
metal  wire length (microns)  global-route usage
met1                    1840              0.0895
met2                    1680               0.103
met3                     105              0.0163
met4                      63             0.00954
met5                       0                   0
==> cell families (layout without fill, tap and decap cells) <==
logic type,count (synthesis),after routing,share of synthesized area
mux,5,5,0.0334
compound gates,51,51,0.182
flops,32,32,0.389
simple gates,93,93,0.322
fa+ha+maj,2,2,0.0152
xor+xnor,2,2,0.0106
buf+inv,19,22,0.0478
==> metrics by stage <==
step / power [mW] / setup slack, ns / hold WS (ns) / cells / cell area (sq um)
final: 0.420 / 2.41 / 0.487 / 309 / 1860
after CTS: 0.423 / 2.41 / 0.490 / 309 / 1860
after floorplan: 0.240 / 3.37 / 0.444 / 204 / 1650
after global placement: 0.243 / 2.74 / 0.464 / 301 / 1770
after detailed placement: 0.244 / 2.72 / 0.478 / 301 / 1770
after global routing: 0.434 / 2.33 / 0.510 / 309 / 1860
==> path summary, 6_finish.rpt <==
path                      to  slack (ns)  depth (start not counted)
max                    reset        2.41                          4
min          reset_count[31]        0.49                          2
max reg2reg  reset_count[24]        2.93                          6
min reg2reg  reset_count[31]        0.49                          2
==> power breakdown <==
part / switching [mW] / internal (mW)
registers: 0.00218 / 0.225
clock network: 0.0825 / 0.0984
logic: 0.00710 / 0.00388
total: 0.0918 / 0.328
Power and IR drop assume default switching activity.
